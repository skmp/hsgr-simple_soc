==> flow/design.v <==
`timescale 1ns / 1ps
module vga(CLK, I_RESET, O_VRAM_ADDR, I_VRAM_DATA, O_VSYNC, O_HSYNC, O_VIDEO_R, O_VIDEO_B, O_VIDEO_G);
	input CLK, I_RESET;
	output reg O_VSYNC;
	output reg O_HSYNC;
	output reg [3:0] O_VIDEO_R;
	output reg [3:0] O_VIDEO_B;
	output reg [3:0] O_VIDEO_G;
	input wire [2:0] I_VRAM_DATA;
	output wire [15:0] O_VRAM_ADDR;
	reg [9:0] pixel;  
	reg [9:0] line;   
	wire in_rgb = (pixel < 640) && (line < 480);
	wire in_window =	line >= ( (480-256)/2 ) && line < ( ( (480-256)/2 ) + 256 ) && 
							pixel >= ( (640-256)/2 ) && pixel < ( ( (640-256)/2 ) + 256 );
	assign O_VRAM_ADDR = in_window ? ( (line-( (480-256)/2 )) * 256 + (pixel-( (640-256)/2 )) ) : 0;
	always@ (posedge CLK)
	begin
		if (I_RESET == 1)
		begin
			line = 0;
			pixel = 0;
		end
		pixel = pixel + 1;
		if (pixel == 832)  
			pixel = 0;
		if (pixel == 0)
		begin
			line = line + 1;
			if (line == 520)
				line = 0;
		end
		O_HSYNC = (pixel >= 664 && pixel <= 703) ? 0 : 1;
		O_VSYNC = (line >= 489 && line <= 490) ? 0 : 1;
		if (in_rgb)
		begin
			if (in_window)
			begin
				O_VIDEO_R =  {4{I_VRAM_DATA[0]}};
				O_VIDEO_B =  {4{I_VRAM_DATA[1]}};
				O_VIDEO_G =  {4{I_VRAM_DATA[2]}};		
			end
			else
			begin
				O_VIDEO_R = 3 ;
				O_VIDEO_B = 3 ;
				O_VIDEO_G = 3 ;
			end
		end
		else
		begin
			O_VIDEO_R = 0;
			O_VIDEO_B = 0;
			O_VIDEO_G = 0;
		end
	end
endmodule
==> flow/run.sh <==
#!/bin/bash
# OpenROAD 26Q1-2900-gdf79404cd8, Yosys 0.63+post, stock flow scripts
make -C /OpenROAD-flow-scripts/flow DESIGN_CONFIG=/design/flow/config.mk WORK_HOME=/design/flow/orfs finish
==> flow/config.mk <==
export PLATFORM = sky130hd
export DESIGN_NAME = vga
export DESIGN_NICKNAME = vga
export VERILOG_FILES = /design/flow/design.v
export SDC_FILE = /design/flow/constraint.sdc
export NUM_CORES = 4
export LEC_CHECK = 1
export CORE_AREA = 10 10 105 105
export DIE_AREA = 0 0 115 115
==> flow/constraint.sdc <==
current_design vga

set clk_period 6.2
set clk_io_pct 0.2

create_clock -name clk0 -period $clk_period [get_ports {CLK}]

set non_clock_inputs [all_inputs -no_clocks]
set_input_delay [expr $clk_period * $clk_io_pct] -clock clk0 $non_clock_inputs
set_output_delay [expr $clk_period * $clk_io_pct] -clock clk0 [all_outputs]
==> run summary <==
Summary of the current implementation state.

- The flow ran to the end, and the final reports show no timing, DRC or antenna violations.
- For this run, design rule violations remaining after detail routing come to 0.
- For this run, the leading register cell type out of synthesis is dfxtp_1.
- Synthesis produced a netlist whose cell count is 270.
- The clock passes through at most 2 buffers.
- The number of primary I/O pins is 35, for reference.
- The worst ir drop on vdd is between 0.09 and 0.1 mV, for reference.
- The remaining antenna violation count after routing is 0, for reference.
- The final power report lists total power as roughly 320 uW.
- The fill cell total of the finished layout is a little over 900, for reference.
- The tally of yosys warning messages is 1, for reference.
- The final worst-path cycle share is 78.09%, for reference.
- The clock tree from TritonCTS is built, for reference.
- The fraction of registers with async set/reset is 0%, for reference.
- Endpoints failing hold in the final report were tallied at 0.
- The final hold slack is between 0.6 and 0.7 ns, for reference.
- The final worst clock skew is just under 0.006 ns, for reference.
- The global-route usage over all layers is under 10%, for reference.
- Per the detail_route report, routed wire per instance is ~13 um.
- The antenna diode instance count is 0, for reference.
- The combinational power share is under 10%, for reference.
- Counting pins that exceed their max-slew limit in the final report gives 0.
- The core region is about 8800 um2.
- The number of setup violations in the final report is 0, for reference.
- In this run the biggest area consumer among cell types represents a little over a quarter of the synthesized area.
- The half-perimeter wire length of the detailed placement result is roughly 3.8 mm, for reference.
- Summing all non-filler instances in the final layout gives an area of around 2500 um2.
- The script computed the net switching share of total power as approximately a quarter.
- STA puts the critical path data arrival time at between 3 and 4 ns.
- The number of flip-flops and latches in the synthesized netlist is 28, for reference.
- Per the OpenROAD floorplan log, the area of the die is 13230 um2.
- The count of library flops with an enable pin is 0, for reference.
- For reference, the clock transition at the flip-flops on the worst setup and hold paths is ~0.1 ns.
- The total number of warnings across the stage logs is 28, for reference.
- The maximum operating frequency is slightly above 200 MHz, for reference.
- The setup slack of the critical path after layout is between 1 and 1.5 ns, for reference.
- The cell internal power dissipation is approximately 240 uW, for reference.
- Per the final layout report, the fraction of cells sized above drive strength 1 comes to 4.225%.
- The script computed a power per unit cell area of about 130 nW/um2.
- The critical path in this run is classified as flop to primary output.
- The switching power is between 70 and 80 uW, for reference.
- Averaged over all synthesized cells, the footprint is between 7 and 8 um2.
- The clock drives 28 sinks.
- The height of the die is about 120 um, for reference.
- The area added between synthesis and finish is 18.85%, for reference.
- The detailed-route vias per instance is 4.745, for reference.
- The area recorded from the Yosys report for this design is 2137 um2.
- The number of resized instances in the post-cts repair step is 0, for reference.
- The startpoint type of the worst setup path is a flop, for reference.
- The OpenROAD report gives the critical path a required time of around 5.0 ns.
- The first global-routing pass estimated approximately 9 mm of wire.
- The count of buffers from port buffering is 34, for reference.
- The post-place setup slack is 1.647 ns, for reference.
- The combinational cell area excluding buffers and inverters is 1410 um2, for reference.
- For this design, the CTS-stage hold fixing added 0 buffers.
- The root cell of the clock tree is clkbuf_8, for reference.
- Per the GRT congestion report, total overflow comes to 0.
- The initial antenna violation count came to 0.
- The max-capacitance violation count is 0, for reference.
- Per the TritonCTS log, the buffer count is 3.
- By area the synthesized netlist is led by dfxtp_1 26%, xnor2_1 7.8%, ha_1 7.6%, nor2_1 5.6%, xor2_1 4.5%.
- The placement stage leaves a total instance area of roughly 2500 um2.
- The transition time recorded at the tightest slew-check pin is 0.8059 ns.
- After the first detailed-routing iteration, the DRC count stood at 142.
- The via count of the first global-routing pass is between 1500 and 2000.
- Sequential cells account for about three fifths of the total power.
- Summing the sequential cell areas from Yosys gives about a quarter of the chip area.
- Measured against its own limit, the worst slew margin works out to roughly 46%.
- The kind of end point of the critical path is a primary output, for reference.
- Per the CTS log, the maximum H-tree level is 1.
- The worst hold-check path type is flop to flop, for reference.
- The initial standard-cell utilization of the core is between 20% and 30%, for reference.
- The cell type that accounts for the most area after synthesis is dfxtp_1.
- Setup repair after global routing left no endpoint under its margin.
- The post-CTS setup-driven buffer insertion count is 0, for reference.
- The die width is about 120 um, for reference.
- The initialized floorplan defines 34 standard-cell rows.
- Clock latency on the worst-skew pair, taken at its later pin, is 0.27 ns.
- In this run the cell area of the synthesized design comes to approximately 2100 um2.
- Counting I/O delays and the setup requirement, the final critical path takes 4.842 ns.
- The leakage power in the latest report is 0.0009653 uW.
- Routability-driven placement finished with a final weighted congestion of slightly above 1.
- The unique cell type count in the Yosys netlist is ~53, for reference.
- The clock network accounts for 31.3% of the total power.
- The sequential cell area in the final layout is around 560 um2, for reference.
- The routed layout has between 1500 and 2000 vias.
- The number of cells reported by Yosys stat comes to about 270.
- The pin count of the biggest net entering global routing is 28, for reference.
- Summed over all failing endpoints, the final setup total negative slack is 0 ns.
- The first detailed-routing pass ran for 4 iterations.
- The sum of routed wire length over all layers is slightly above 5 mm, for reference.
- The highest fanout seen on the critical path is 11, for reference.
==> critical path, cell delays in order, from the launching register on <==
cell	delay, ns
dfxtp_1	0.43
ha_1	0.32
nor3_1	0.64
ha_1	0.39
a21o_1	0.19
a21o_1	0.17
a21oi_1	0.22
o21bai_1	0.09
a21oi_1	0.18
mux2i_1	0.20
clkdlybuf4s50_1	0.50
==> per-stage QoR <==
step           util, %  cells
6_report         28.98    392
5_1_grt          28.98    392
4_1_cts          28.98    392
3_5_place_dp     28.51    389
3_3_place_gp     28.51    389
2_1_floorplan        -    270
==> path summary, 6_finish.rpt <==
check | end | cells past startpoint | slack, ns | start
setup / recovery | O_VRAM_ADDR[15] | 10 | 1.36 | pixel[6]
hold / removal | line[2] | 2 | 0.62 | line[2]
setup reg to reg | line[9] | 9 | 3.33 | pixel[1]
hold reg to reg | line[2] | 2 | 0.62 | line[2]
==> final cells by class <==
cell class	count	share of cell area, %
timing repair buffer	35	13.69
clock buffer	3	1.626
sequential	28	22.07
tap	108	5.320
inverter	12	1.773
multi-input combinational	206	55.52
==> cells by family after synthesis <==
family / after synthesis / synth area share [%]
compound gates: 39 / 12.59
xor+xnor: 30 / 12.29
fa+ha+maj: 14 / 8.548
buf+inv: 36 / 7.786
flops: 28 / 26.23
mux: 6 / 2.986
simple gates: 117 / 29.57
==> placed cells by master (no fill, tap or decap), types with 10 or more instances in the layout <==
master,instances
clkdlybuf4s50_1,34
nor2_1,32
dfxtp_1,28
xnor2_1,19
nand2_1,16
ha_1,13
inv_1,12
and2_1,12
xor2_1,11
nor2b_1,10
==> synth_stat cells (all sizes together) (2+ instances only) <==
library cell / instances
mux2: 3
and2: 12
a22oi: 2
nand2: 16
nor2b: 10
nor3: 5
a21oi: 9
xor2: 11
nor2: 32
buf: 14
dfxtp: 28
ha: 13
inv: 12
or3: 3
and3: 4
nand4: 3
or2: 2
o211ai: 2
o21ai: 9
mux2i: 3
o311a: 2
nand4b: 2
or4: 3
nand2b: 3
a21o: 4
nor4: 6
and4: 2
nand3: 9
xnor2: 19
clkbuf: 10
==> flip-flops by register name (all words and copies together) (netlist names) <==
signal / cells
line: 10
pixel: 10
O_VIDEO_B: 2
O_VIDEO_G: 2
O_VIDEO_R: 2
O_HSYNC: 1
O_VSYNC: 1
==> routing by layer <==
layer | vias to the layer above | share of wire, % | wire [um] | track usage (%)
met1 | 844 | 49 | 2536 | 11.81
met3 | 2 | 8.7 | 450 | 1.477
met2 | 56 | 41 | 2137 | 11.75
met4 | 0 | 0.77 | 40 | 0.6601
li1 | 958 | - | - | -
met5 | - | 0 | 0 | 0
==> power by group through the flow <==
stage	sequential [uW]	clock (uW)	combinational (uW)
after global routing	190	111	35.7
final	189	100	31.1
after CTS	189	105	31.0
Power and IR drop assume default switching activity.
